==> flow/design.v <==
`timescale 1ns / 1ps
module alu(
           input [31:0] A,B,   
           input [3:0] ALU_Sel, 
           output [31:0] ALU_Out,  
           output CarryOut  
            ,output Zeroflag ,GT,LT,input JumpE,BranchE,output  PCSrcE,input [2:0]func3E,output reg ZeroOut);	 
    reg [31:0] ALU_Result;
    wire [32:0] tmp;
    assign ALU_Out = ALU_Result;  
    assign tmp = {1'b0,A} + {1'b0,B};
    assign CarryOut = tmp[32];  
	assign Zeroflag = (ALU_Result == 0 || A==B)?1'b1:1'b0;
	assign GT=(A>B)?1'b1:1'b0;
	assign LT=(A<B)?1'b1:1'b0;
	assign PCSrcE=(ZeroOut && BranchE)||JumpE;
	always @(*)
	begin
	   case(func3E)
	       3'b000: ZeroOut = Zeroflag;
	       3'b100: ZeroOut = LT;
	       3'b101: ZeroOut = GT | Zeroflag;
	       3'b001: ZeroOut = !Zeroflag;
	   endcase
	end
    always @(*)
    begin
        case(ALU_Sel)
        4'b0000:  
           ALU_Result = A + B ;
        4'b0001:  
           ALU_Result = A - B ;
        4'b0010:  
           ALU_Result = A * B;
        4'b0011:  
           ALU_Result = A/B;
        4'b0100:  
           ALU_Result = A<<B;
         4'b0101:  
           ALU_Result = A>>B;
         4'b0110:  
           ALU_Result = {A[30:0],A[31]};
         4'b0111:  
           ALU_Result = {A[0],A[31:1]};
          4'b1000:  
           ALU_Result = A & B;
          4'b1001:  
           ALU_Result = A | B;
          4'b1010:  
           ALU_Result = A ^ B;
          4'b1011:  
           ALU_Result = ~(A | B);
          4'b1100:  
           ALU_Result = ~(A & B);
          4'b1101:  
           ALU_Result = ~(A ^ B);
          4'b1110:  
           ALU_Result = (A>B)?32'd1:32'd0 ;
          4'b1111:  
            ALU_Result = (A==B)?32'd1:32'd0 ;
          default: ALU_Result = A + B ;
        endcase
    end
endmodule
==> flow/run.sh <==
#!/bin/bash
# OpenROAD 26Q1-2900-gdf79404cd8, Yosys 0.63+post, stock flow scripts
make -C /OpenROAD-flow-scripts/flow DESIGN_CONFIG=/design/flow/config.mk WORK_HOME=/design/flow/orfs finish
==> flow/config.mk <==
export PLATFORM = sky130hd
export DESIGN_NAME = alu
export DESIGN_NICKNAME = alu
export VERILOG_FILES = /design/flow/design.v
export SDC_FILE = /design/flow/constraint.sdc
export NUM_CORES = 4
export LEC_CHECK = 1
export CORE_UTILIZATION = 30
==> flow/constraint.sdc <==
current_design alu

set clk_period 252.8
set clk_io_pct 0.2

create_clock -name clk0 -period $clk_period

set non_clock_inputs [all_inputs -no_clocks]
set_input_delay [expr $clk_period * $clk_io_pct] -clock clk0 $non_clock_inputs
set_output_delay [expr $clk_period * $clk_io_pct] -clock clk0 [all_outputs]
==> flow_metrics.tcl <==
# flow metrics
set metrics [dict create \
    crit_slowest_cell "a21oi_1" \
    fin_setup_tns_ps 0 \
    edf_count 0 \
    slew_headroom -0.0451 \
    top_area_cell "ha_1" \
    xor_share 0.0741 \
    fa_ha_area_frac 0.319 \
    maxCapViolCount 1 \
    hold_viol 0 \
    first_pass_iters 9 \
    postCtsSetupRepairBufs 0 \
    topCellsByArea "ha_1 (17%), fa_1 (15%), nand2_1 (6.4%)" \
    critPathArrivalTime_ps 136860 \
    ys_types 110 \
    mux_share 0.0541 \
    worstPathMaxFanout 49 \
    grt_pass1_vias 59400 \
    largest_reg_flops 1 \
    yosysTopAreaCellShare 0.170 \
    vias 61800 \
    min_period_ps 187420 \
    drv_slew 2 \
    powerDensity_nw_per_um2 11.9 \
    path_common_cell "ha_1" \
    grt_max_degree 60 \
    ys_top_logic_family "adder cells" \
    fin_util 0.327 \
    routedWlPerCell_um 29.3 \
    globalRouteOverflowTotal 0 \
    critPathMaxStageDelay_ps 920 \
    syn-cell-area_sq_um 55200 \
    grt_pass1_wl_um 424000 \
    nFillCells 19200 \
    criticalPathCategory "in2out" \
    track_usage 0.323 \
    yosys_cells 7735 \
    switching_share 0.610 \
    hold_class "in2out" \
    ctsHoldBuffers 0 \
    warnings 100 \
    layout.area.comb_sq_um 51100 \
    routed_wl_um 298000 \
    port_buffers 111 \
    dieArea_sq_um 186000 \
    status "complete, but fails checks" \
    clock.fmax_mhz 5.34 \
    core-area_sq_um 183000 \
    violations "max-capacitance violations, max-slew violations" \
    simple_gate_area_frac 0.217 \
    cts_resized 0 \
    p_switching_w 0.000435 \
    hpwl_um 232000 \
    drtAntennaViolNets 0 \
    ioPinCount 111 \
    ys_sh_aoi 0.260 \
    die.size.y_um 431 \
    finalCritPeriodShare 0.741 \
    start_kind "input pin" \
    syn2layout_area_growth_pct 8.32 \
    unclocked_pins 1 \
    leakagePower_nw 27.4 \
    worst_slew_pin_slew_ps 1550 \
    flop_cell "dlxtn_1" \
    fp.dieW_um 431 \
    ys_chip_area_sq_um 55200 \
    untimed_endpoints 2 \
    drtIter0Drc 6845 \
    antenna_found_initial 28 \
    synth.avg_cell_area_sq_um 7.14 \
    place.gp.congestion 1.19 \
    fin_area_sq_um 59800 \
    setup_viol 0 \
    rsz0062_at_grt "false" \
    p_int_w 0.000278 \
    flop_area_sq_um 15.0 \
    endpoint_kind "primary output" \
    drt-vias-per-instance 6.07 \
    yosysWarnings 1 \
    fp_util 0.302 \
    placed_area_sq_um 59800 \
    peakVddDrop_uv 35.3 \
    drcViolationCount 0 \
    required_ps 202240 \
    synth-async-reset-ratio 0 \
    rows 157 \
    syn_inst 7735 \
    drive_gt1_frac 0.0743 \
    ys.flops 1 \
]
[per-stage QoR]
| step | setup WS (ps) | total power, W | cells | hold slack [ps] |
|---|---|---|---|---|
| 3_5_place_dp | 68030 | 0.000691 | 10200 | 102060 |
| 4_1_cts | 67710 | 0.000696 | 10200 | 102070 |
| 5_1_grt | 60130 | 0.000776 | 10200 | 102110 |
| 3_3_place_gp | 68940 | 0.000688 | 10200 | 102060 |
| 6_report | 65380 | 0.000714 | 10200 | 102060 |
| 2_1_floorplan | 80290 | 0.000472 | 7735 | 101160 |
[metal layers]
layer  track usage  part of all wire
met1         0.394              0.37
met2         0.457              0.40
met3         0.126              0.13
met4         0.245              0.10
met5       0.00260           0.00065
[power groups by stage]
stage | clock network, W | logic (W) | registers [W]
after global routing | 0.000000000000452 | 0.000776 | 0.0000000196
after CTS | 0 | 0.000696 | 0.0000000191
[cells in the final DEF (no fill, tap or decap), types with 23 or more instances in the layout]
| cell | instances |
|---|---|
| o221ai_1 | 24 |
| mux2_2 | 94 |
| o22ai_1 | 47 |
| a221oi_1 | 30 |
| ha_1 | 750 |
| o21a_1 | 144 |
| or3_1 | 60 |
| nand2_1 | 948 |
| nand2b_1 | 69 |
| o31ai_1 | 53 |
| nor2b_1 | 51 |
| mux2i_1 | 108 |
| xnor2_1 | 278 |
| mux4_2 | 37 |
| buf_4 | 246 |
| o21bai_1 | 59 |
| a211o_1 | 35 |
| nor4_1 | 47 |
| a22oi_1 | 37 |
| nand3_1 | 169 |
| nor2_1 | 765 |
| a21boi_0 | 42 |
| a21oi_1 | 503 |
| nor3_1 | 203 |
| a211oi_1 | 80 |
| inv_1 | 704 |
| xor2_1 | 189 |
| and2_1 | 29 |
| o21ai_0 | 352 |
| a31oi_1 | 94 |
| o211ai_1 | 92 |
| fa_1 | 410 |
| or2_2 | 52 |
| a21o_1 | 200 |
| clkdlybuf4s50_1 | 87 |
| a31o_2 | 23 |
| nand4_1 | 81 |
| and3_1 | 42 |
[cells in the mapped netlist, types with 81 or more instances]
cell type / number
nand2_1: 948
xnor2_1: 278
clkbuf_1: 307
a31oi_1: 94
o211ai_1: 92
mux2i_1: 108
fa_1: 410
ha_1: 750
inv_1: 714
nand3_1: 169
nand4_1: 81
a21o_1: 200
nor3_1: 206
xor2_1: 189
o21ai_0: 352
nor2_1: 766
a21oi_1: 504
o21a_1: 144
mux2_2: 94
[logic make-up after synthesis]
| logic type | count (synthesis) |
|---|---|
| XOR/XNOR | 467 |
| buffers and inverters | 1110 |
| multiplexers | 240 |
| latches | 1 |
| AND/OR/NAND/NOR | 2635 |
| AND-OR/OR-AND | 2122 |
| adder cells (fa/ha/maj) | 1160 |
[worst paths after layout]
kind   from       end  slack [ps]  cells past startpoint
min   JumpE    PCSrcE      102060                      3
max   B[31]  Zeroflag       65380                    286
[cell type report]
type,instances,area share
inverter,721,0.0453
sequential,1,0.000251
antenna,14,0.000586
tap,2464,0.0516
multi-input combinational,6624,0.854
timing repair buffer,356,0.0479
[worst max-delay path, delay by kind of cell]
| kind | cells | cell delay, ps |
|---|---|---|
| mux | 4 | 1690 |
| compound gates | 149 | 48040 |
| fa+ha+maj | 31 | 9460 |
| xor+xnor | 1 | 140 |
| simple gates | 76 | 20010 |
| buf+inv | 25 | 6760 |
Power is estimated from default activity; no workload was simulated.
