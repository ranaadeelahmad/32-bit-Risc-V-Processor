[design/flow/run.sh]
#!/bin/bash
# OpenROAD 26Q1-2900-gdf79404cd8, Yosys 0.63+post, stock flow scripts
make -C /OpenROAD-flow-scripts/flow DESIGN_CONFIG=/design/flow/config.mk WORK_HOME=/design/flow/orfs finish
[design/flow/config.mk]
export PLATFORM = sky130hd
export DESIGN_NAME = RegFile
export DESIGN_NICKNAME = RegFile
export VERILOG_FILES = /design/flow/design.v
export SDC_FILE = /design/flow/constraint.sdc
export NUM_CORES = 4
export LEC_CHECK = 1
export CORE_UTILIZATION = 50
[design/flow/constraint.sdc]
current_design RegFile

set clk_period 15.5
set clk_io_pct 0.2

create_clock -name clk0 -period $clk_period [get_ports {clk}]

set non_clock_inputs [all_inputs -no_clocks]
set_input_delay [expr $clk_period * $clk_io_pct] -clock clk0 $non_clock_inputs
set_output_delay [expr $clk_period * $clk_io_pct] -clock clk0 [all_outputs]
[design/flow/design.v]
`timescale 1ns / 1ps
module RegFile#( 
      parameter DATA_WIDTH   = 32,   
      parameter ADDRESS_WIDTH = 5,  
      parameter NUM_REGS = 32
   )
   (
   input  clk,  
   input  rst, 
   input  rg_wrt_en,  
   input  [ADDRESS_WIDTH-1:0] rg_wrt_dest,  
   input  [ADDRESS_WIDTH-1:0] rg_rd_addr1,  
   input  [ADDRESS_WIDTH-1:0] rg_rd_addr2,  
   input  [DATA_WIDTH-1:0] rg_wrt_data,  
   output  [DATA_WIDTH-1:0] rg_rd_data1,  
   output  [DATA_WIDTH-1:0] rg_rd_data2  
   ,output  [31:0]finalresult
   );
integer i;
reg [DATA_WIDTH-1:0]register_file[NUM_REGS-1:0];
always @(negedge clk) begin
    if(rst==1'b1)begin
      for (i = 0; i < NUM_REGS; i = i + 1)
          register_file[i] <= 0;
          end
   else if(rst==1'b0 && rg_wrt_en==1'b1)begin
      register_file[rg_wrt_dest] <=rg_wrt_data;
   end
end
assign rg_rd_data1 = register_file[rg_rd_addr1];
assign rg_rd_data2 = register_file[rg_rd_addr2];
assign finalresult= register_file[5'b10100];
endmodule
==> summary.txt <==
yosys + openroad results -> DP Wirelength=118.7 mm, buffer depth of the longest clock path=3, first-pass GRT wire length=286.7 mm, unrepaired setup endpoints after global routing=false, Post-synth EDFFs=just over 1000, clock sink total=1024, vias in the first global route=44492, worst hold-check path type=primary input to output pin, Post-synth seq share=0.5438, Core Density at Floorplan=0.5074, Yosys cell types=35, setup violators final=0, num rows=122, Most flops, register=register_file, max reg flops=1024, worst hold slack=around 7.6 ns, WL/cell=27.81 um, H-tree depth=3, clock root buffer=clkbuf_16, Slowest-stage cell, CP=nor3_1, Slew HR=0.2654, clock slew at reported path FFs=0.05 ns, Max FO, Critical Path=2, dpl cells=approximately 6000, yosys warns=1, PwrDens=around 120 mW/mm^2, #FFs+latches synth=just over 1000, Resize count post-CTS=0, CP startpoint kind=register, Worst Max-Slew Pin Slew=1.094 ns, synthesized area per cell=~12 sq um, dominant register cell=edfxtp_1, Via density=5.770, Port-buffer cells=145, Worst Setup End Kind=output pin, CTS Hold Buffers Added=0, gpl congestion=0.9787, die height=338.3 um, largest net degree at the start of global routing=84, via count=41674, Log Warnings=1027, Yosys Chip Area=0.05654 sq mm, CP arrival=11.22 ns, Final Hold Viols=0, CTS Buf Count=117, crit path kind=register to output pin, logic area=0.02351 sq mm, VDD IR max=0.09954 mV, Tot Pwr=8.132 mW, Flop area=0.03075 sq mm, DR iter-0 viols=2575, critical-path cell list=mux2i_1 -> a22o_1 -> nor3_1 -> a31oi_1 -> nand3_1 -> clkdlybuf4s50_1, LEAKAGE=30.07 nW, DR DRC count=0, Synth async-reset ratio=0, Routed Wire Length=200.8 mm, ratio of cells with drive above 1 in the final layout=0.07644, setup bufs post-CTS=0, I/O Pins=146, Routed Antenna Nets=0, initial antenna violation count=4, status=finished, final reports clean, Slew Viols, Final=0, slowest stage delay, CP=0.86 ns, GRT overflow=0, Finished Layout Cells=7222, # fillers=8942, ys cells=4641, top flop regs=register_file (1024), CTS tree=done, DRT Pass-1 Iters=5, Core ar.=between 0.1 and 0.15 sq mm, Mapped Area=0.05654 sq mm, total die size=~0.11 sq mm, setup TNS=0 ns, GRT Overall Usage=0.3795, Mapped Cells=approximately 4600, Die X=338.3 um, max-cap violations=0, Worst Path Required=12.40 ns, Area growth syn-to-layout=18.12%
-- layout make-up --
cell class / instances / area share
clock inverters: 1123 / 0.07458
flip-flops and latches: 1024 / 0.4604
repair buffers: 295 / 0.04005
diodes: 4 / 0.0001499
multi-input cells: 3168 / 0.3519
clock buffers: 120 / 0.04496
well taps: 1488 / 0.02788
-- power by group --
group	total [mW]	internal (mW)	switching, mW
clock network	4.00	2.17	1.83
registers	3.31	3.22	0.0836
logic	0.827	0.297	0.530
-- metal layers --
layer	vias up	wire length (um)	GRT usage
met5	-	115	0.01000
met4	4	9319	0.1826
li1	18979	-	-
met2	2169	91760	0.5304
met1	20105	71230	0.4679
met3	417	28390	0.2482
-- worst max-delay path: cells and delay by family (launching register included) --
family,cells,cell delay [ns]
and+or+nand+nor,2,1.09
DFF,1,0.37
buffers and inverters,1,0.53
AOI/OAI and AO/OA,2,0.66
muxes,1,0.09
-- cell families (layout without fill, tap and decap cells) --
group,after synthesis,in the layout,synth area share
AND/OR/NAND/NOR,1568,1568,0.1617
multiplexers,1024,1024,0.1813
flip-flops,1024,1024,0.5438
AND-OR/OR-AND,576,576,0.06940
buffers and inverters,449,1538,0.04379
other,0,4,0
-- per-stage QoR --
stage | worst slack (ns) | instance area, sq um | utilization
6_report | 1.185 | 66790 | 0.5993
5_1_grt | 1.142 | 66780 | 0.5992
4_1_cts | 1.617 | 66780 | 0.5992
3_5_place_dp | 1.302 | 58800 | 0.5276
3_3_place_gp | 1.367 | 58800 | 0.5276
2_1_floorplan | 3.006 | 56540 | -
-- cell usage after synthesis (all sizes together), types with 4 or more instances --
| cell | number | share of area |
|---|---|---|
| nand2 | 196 | 0.013 |
| a31oi | 64 | 0.0071 |
| mux2i | 1024 | 0.18 |
| a22o | 128 | 0.020 |
| nor3 | 64 | 0.0057 |
| or2 | 34 | 0.0038 |
| a21oi | 192 | 0.017 |
| nand2b | 5 | 0.00069 |
| buf | 187 | 0.025 |
| a22oi | 192 | 0.025 |
| nor2 | 36 | 0.0054 |
| nand3 | 194 | 0.017 |
| clkbuf | 261 | 0.019 |
| nand3b | 4 | 0.00075 |
| and2 | 1026 | 0.11 |
| edfxtp | 1024 | 0.54 |
-- worst paths after layout --
path,from,endpoint,cells after the start
hold / removal,rg_rd_addr1[1],rg_rd_data1[14],6
setup / recovery,register_file[2][26],rg_rd_data1[26],6
-- cell usage in the layout (no fill, tap or decap), types with 3 or more instances in the layout --
cell	netlist	layout
nand3b_1	3	3
a21oi_1	192	192
a22o_1	128	128
clkdlybuf4s50_1	0	143
or2_2	34	34
clkinvlp_2	0	37
a22oi_1	192	192
a31oi_1	64	64
nor2_4	7	27
bufinv_16	0	25
nor2_8	7	7
mux2i_1	1024	1024
clkinv_4	0	3
nor2b_4	0	3
buf_12	1	7
and2_1	1026	1024
clkbuf_16	0	120
nand3_1	193	193
inv_4	0	8
edfxtp_1	1024	1024
inv_6	0	3
nor3_1	64	64
diode_2	0	4
nand2_1	195	193
nand2b_2	0	4
nand2_2	1	3
inv_1	1	1046
buf_4	69	143
Power and IR drop assume default switching activity.
