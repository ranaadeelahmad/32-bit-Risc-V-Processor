<file path="./run.sh">
#!/bin/bash
# OpenROAD 26Q1-2900-gdf79404cd8, Yosys 0.63+post, stock flow scripts
make -C /OpenROAD-flow-scripts/flow DESIGN_CONFIG=/design/flow/config.mk WORK_HOME=/design/flow/orfs finish
</file>
<file path="./config.mk">
export PLATFORM = sky130hd
export DESIGN_NAME = Data_Memory
export DESIGN_NICKNAME = Data_Memory
export VERILOG_FILES = /design/flow/design.v
export SDC_FILE = /design/flow/constraint.sdc
export NUM_CORES = 4
export LEC_CHECK = 1
export CORE_UTILIZATION = 30
</file>
<file path="./constraint.sdc">
current_design Data_Memory

set clk_period 5.5
set clk_io_pct 0.2

create_clock -name clk0 -period $clk_period [get_ports {clk}]

set non_clock_inputs [all_inputs -no_clocks]
set_input_delay [expr $clk_period * $clk_io_pct] -clock clk0 $non_clock_inputs
set_output_delay [expr $clk_period * $clk_io_pct] -clock clk0 [all_outputs]
</file>
<file path="./design.v">
`timescale 1ns / 1ps
module Data_Memory(output [31:0] Data_Out, input [31:0] Data_In, input [31:0] WD, input WE,input clk);
reg [31:0] Mem [31:0];
always @(posedge clk)
begin			 
    if(WE==1)begin
      Mem[Data_In]<=WD;
      end
end      
assign Data_Out = Mem[Data_In];
endmodule
</file>
==> changes_impl.md <==
## Flow update

* Drt pass-1 iters at 5
* Area fraction in compound gates at 4.096%
* Clk sinks at 1024
* Dpl hpwl at about 54000 um
* Worst path required time at 4.40 ns
* Simple-Gate Area Share at 2.304%
* Final setup vio count at 0
* Final Max Tran Viols at 0
* Worst-path clk slew at 0.06 ns
* Chip area at 0.1318 mm^2
* Max FO, Critical Path at 16
* Pre-CTS setup slack at approximately 0.016 ns
* CP Class: primary input to output port
* Critical Path End Type: output port
* DRT Wirelength at 96390 um
* Xor/xnor share at 0%
* Peak supply drop at ~0.00024 V
* Synth Flop Type: edfxtp_1
* Fin cells at 4105
* Syn-to-layout area delta at 18.26%
* TritonCTS clock tree: done
* Crit path max-delay family: buffers and inverters
* Synth top cell by count: edfxtp_1
* Global route overflow at 0
* Die Y at 363.0 um
* Worst hold path type: primary input to flip-flop
* Routability cong. at 0.8338
* Number of global-route vias before repair at 21340
* Crit-path cells: clkdlybuf4s50_1, buf_4, nand4bb_2, buf_4, o22ai_1, nor4_1, buf_4, nand2_1, clkdlybuf4s50_1
* Total core area at roughly 0.13 mm^2
* DIE WIDTH at 363.0 um
* Synth warnings at 1
* Worst EP arrival at 4.21 ns
* Area leader share at roughly four fifths
* Critical path's most frequent cell: buf_4
* Async set-reset flop share out of synthesis at 0%
* Layout cells sized above 1 at 14.64%
* Top flop regs: Mem: 1024 flops
* WP buf/inv at 5
* Antenna Diode Count at 0
* Tot Pwr at about 16000 uW
* Detailed-route DRC error count at 0
* Largest Register: Mem
* Iter 0 DRT Violations at around 1100
* Cts hold-fix bufs at 0
* DR vias at 20010
* Worst Setup EP: Data_Out[7]
* P_leak at 0.01567 uW
* RSZ-0062 raised after global routing: false
* Main logic family: multiplexers
* Mean routed wirelength per cell at 23.48 um
* Slowest stage delay, CP at approximately 0.73 ns
* Final hold vios at 0
* Final Cell Area at 0.04624 mm^2
* Netlist cell types at 22
* Number of routed nets with antenna violations at 0
* # rows at between 100 and 150
* Yosys chip area at 0.03910 mm^2
* Register share after synthesis at between 70% and 80%
* Critical path depth at 9
* Top cells by count: 1024 x edfxtp_1, 512 x mux2i_1, 256 x o22ai_1
* Cell Area, Synth at 0.03910 mm^2
* Start point of the critical path: Data_In[2]
* Port buffer count at ~70
* PnR worst setup slack at 0.1905 ns
* Vias per cell at 4.874
* Root Driver: clkbuf_16
* Max reg flops at 1024
* CTS H-Tree Depth at 3
* First-pass GRT wire length at 139000 um
* Tool warning count at 53
* Antenna violations before repair at 1
* Top cells by area: edfxtp_1 79%, mux2i_1 13%, o22ai_1 4.1%
* TritonCTS buffer count at 99
* PwrDens at 347.9 mW/mm^2
* Max-slew headroom at 34.37%
* MaxCap Viol Count at 0
* Total GRT Usage at 15.60%
* Clock Path Buffers at 3
* Setup TNS at 0 ns
* Pin count of the biggest net entering global routing at 60
* Core Density at Floorplan at 30.20%
* Worst slew pin tran at a little under 1 ns
* I/O pin count at 98
* Cell accounting for the most synthesized area: edfxtp_1
* Placed instance count at a little under 4000
* Adder Area Share at 0%
* Cycle use final at around 97%
* Fmax at 188.3 MHz
* Max stage delay cell, worst path: clkdlybuf4s50_1
* Yosys Instances at 2075
* Fin crit period at 5.310 ns
* Min-delay src: WD[20]
* Flip-flops with a built-in enable at 1024
* Synth Instances at slightly above 2000
* Dpl cell area at roughly 0.043 mm^2
* Syn_area_per_cell at 18.84 um^2
* MUX area fraction at 13.11%
* Status: complete, no violations
* Synthesized flop and latch total at 1024
* CP Launch Type: primary input
[through the flow]
stage / hold slack [ns] / utilization, %
finish: 1.257 / 35.71
global route: 1.254 / 35.71
CTS: 1.222 / 35.71
detailed placement: 1.946 / 33.23
global placement: 1.939 / 33.23
floorplan: 1.199 / -
[power breakdown]
group	total (uW)	leakage (uW)	internal (uW)	switching, uW
Combinational	808	0.00488	328	480
Sequential	8700	0.00922	8680	19.3
Clock	6580	0.00156	3790	2790
[cells in the final DEF (no fill, tap or decap)]
cell type	n
nand4b_1	4
clkinv_8	1
nor3_2	4
buf_8	1
nand3_1	2
nand3b_1	4
buf_12	24
clkinv_1	27
nor2_1	1
clkinvlp_4	1
buf_4	137
or4b_4	3
nand4_1	1
clkdlybuf4s50_1	69
o22ai_1	256
inv_6	1
nor4_2	1
or4b_2	1
bufinv_16	9
clkinv_2	20
or4_4	1
clkbuf_16	101
nor4_1	63
mux2i_1	512
clkinv_16	3
or3b_2	3
clkinv_4	1
or3_1	1
nor2_4	28
clkbuf_1	19
nand4bb_2	6
edfxtp_1	1024
nand2_1	34
[final cells by class]
class                           instances  area (um^2)
Fill cell                           11720        83240
Sequential cell                      1024        30750
Multi-Input combinational cell        925         7894
Clock buffer                          120         2599
Timing Repair Buffer                  231         2215
Tap cell                             1742         2180
Clock inverter                         63        603.1
[timing repair]
| item | CTS | global route |
|---|---|---|
| endpoints found under the setup margin | 1 | 0 |
| gates resized | 1 | 0 |
| buffers inserted | 0 | 0 |
[metal layers]
layer / vias up / GRT usage [%] / routed length [um] / share of wire (%)
li1: 8906 / - / - / -
met1: 9668 / 16.51 / 32060 / 33
met2: 1238 / 24.18 / 45570 / 47
met3: 191 / 12.29 / 15910 / 17
met4: 4 / 3.797 / 2802 / 2.9
met5: - / 0.2542 / 42 / 0.044
[logic make-up after synthesis]
group                  count (synthesis)
flip-flops                          1024
AND-OR/OR-AND                        256
buffers and inverters                126
multiplexers                         512
AND/OR/NAND/NOR                      157
[worst min path at each step]
stage | slack, ns | to | depth (start not counted)
global route | 1.25 | Mem[0][19] | 2
CTS | 1.22 | Mem[0][19] | 2
finish | 1.26 | Mem[23][20] | 2
Power figures rest on the tool's default switching activity, not on a simulated workload.
